==> /design/flow/run.sh <==
#!/bin/bash
# OpenROAD 26Q1-2900-gdf79404cd8, Yosys 0.63+post, stock flow scripts
make -C /OpenROAD-flow-scripts/flow DESIGN_CONFIG=/design/flow/config.mk WORK_HOME=/design/flow/orfs finish
==> /design/flow/config.mk <==
export PLATFORM = sky130hd
export DESIGN_NAME = mux8by1
export DESIGN_NICKNAME = mux8by1
export VERILOG_FILES = /design/flow/design.v
export SDC_FILE = /design/flow/constraint.sdc
export NUM_CORES = 4
export LEC_CHECK = 1
export CORE_AREA = 10 10 90 90
export DIE_AREA = 0 0 100 100
==> /design/flow/constraint.sdc <==
current_design mux8by1

set clk_period 3.4
set clk_io_pct 0.2

create_clock -name clk0 -period $clk_period

set non_clock_inputs [all_inputs -no_clocks]
set_input_delay [expr $clk_period * $clk_io_pct] -clock clk0 $non_clock_inputs
set_output_delay [expr $clk_period * $clk_io_pct] -clock clk0 [all_outputs]
==> /design/flow/design.v <==
module mux8by1 (R0, R1, R2, R3, R4, R5, R6, R7, Out, sel);
input [15:0] R0, R1, R2, R3, R4, R5, R6, R7;
input [2:0] sel;
output [15:0] Out;
reg [15:0] Out;
always @* begin
    case (sel)
    3'b000 : Out = R0;
    3'b001 : Out = R1;
    3'b010 : Out = R2;
    3'b011 : Out = R3;
    3'b100 : Out = R4;
    3'b101 : Out = R5;
    3'b110 : Out = R6;
    3'b111 : Out = R7;
    default: Out = 16'bx;
    endcase
end
endmodule
==> changes_impl.md <==
## Implementation

- Vias in the first global route: 1957
- AO/OA Area Share: 39.5%
- Storage cell area: 0 sq um
- Min cycle time layout: 3.23 ns
- Registers: 0
- Setup TNS: 0 ns
- Worst setup path start: sel[0]
- Global-route wire length before repair: 10.5 mm
- Overall Global Routing Usage: 13.0%
- Vias/cell: 4.58
- Slew margin rel.: 77.7%
- CTS Hold Bufs: 0
- Chip height: 100 um
- Rows: 29
- Mean Syn Cell Area: 6.30 sq um
- Register area share after synthesis: 0%
- RSZ-0062 raised after global routing: false
- I/O pins: 147
- Yosys warns: 1
- CP Launch Type: input pin
- Initial antenna violation count: 0
- Layout cell share with drive strength beyond 1: 8.26%
- PortBufs: 147
- # resized after CTS: 0
- Largest net degree at the start of global routing: 23
- Via count: 1850
- Max Slew Vio Count: 0
- Syn Inst Count: 177
- Total gr overflow: 0
- GR Layer Usage met2: 22.7%
- Ys cells: 177
- Met3 usage: 6.11%
- # diodes: 0
- Clk_buf instances: 0
- Crit path DRT: 2.72 ns
- Worst Hold Class: in -> out
- DRT antenna net count: 0
- Slew at the pin closest to its max-slew limit: 0.334 ns
- Layer with the highest usage: met2
- Peak supply drop: 0.0579 mV
- Power per Cell Area: 121 nW/um^2
- Hold WS: 2.26 ns
- Critical path type: in -> out
- Post-DP HPWL: 6.16 mm
- Simple share: 32.9%
- Residual DRC count: 0
- CP arrival: 2.55 ns
- Floorplan core density: 17.8%
- Routed wire length: 6.93 mm
- CP Capture Type: primary output
- # Post-CTS Setup Buffers: 0
- Crit share post-route: 95.1%
- Yosys adder share: 0%
- Pre-Repair DR Iteration Count: 4
- # setup viols final: 0
- Yosys synthesis chip area: 1110 sq um
- Final hold viol count: 0
- Drt wl/cell: 17.1 um
- Cell Type Count: 27
- Leakage power: 0.00105 uW
- Area grow syn2layout: 143%
- Chip area: 10000 sq um
- Max Cap Viol: 0
- Routability congestion estimate: 0.820
- Status: finished, final reports clean
- Yosys xor share: 0%
- Chip width: 100 um
- Hold path start: sel[1]
- Mux share: 14.5%
- Met1 usage: 15.0%
- Critical-path maximum fanout: 5
- Stage-log warning count: 32
- Cell Area, Synth: 1110 sq um
- Core Area: 6280 sq um
- Iteration-0 DRC Markers: 45
- Main logic family: AND-OR/OR-AND gates
- FMAX: 0.309 GHz
## cell type report
| type | count | area, sq um |
|---|---|---|
| fillers | 657 | 3560 |
| inverters | 3 | 11.3 |
| multi-input cells | 156 | 968 |
| well taps | 77 | 96.3 |
| repair buffers | 168 | 1640 |
## synth_stat cells
library cell	count	area, sq um
a22oi_1	23	173
nor2_1	20	75.1
mux2i_1	15	150
nand2_1	15	56.3
nand2b_1	15	93.8
o21ai_0	13	65.1
a21oi_1	12	60.1
a31oi_1	12	75.1
nand3_1	11	55.1
buf_2	6	30.0
buf_6	6	67.6
a22o_1	4	35.0
buf_4	4	30.0
a221oi_1	3	26.3
inv_1	3	11.3
clkbuf_1	2	7.51
nor2b_1	2	12.5
nor2b_4	2	27.5
and2_1	1	6.26
and2_2	1	7.51
mux2_2	1	11.3
nand3b_1	1	7.51
nor2_2	1	6.26
nor3_1	1	5.00
nor3b_1	1	7.51
o22ai_1	1	6.26
or3_1	1	6.26
## metal layers
| layer | share of wire (%) | vias up |
|---|---|---|
| li1 | - | 959 |
| met1 | 40 | 811 |
| met2 | 48 | 80 |
| met3 | 12 | 0 |
| met4 | 0 | 0 |
| met5 | 0 | - |
## report_power, final
| group | switching [uW] | total, uW | internal [uW] |
|---|---|---|---|
| clock network | 0 | 0 | 0 |
| logic | 97.8 | 329 | 231 |
| registers | 0 | 0 | 0 |
## critical path: stages
cell	delay (ns)
clkdlybuf4s50_1	0.46
buf_4	0.19
nor2b_4	0.10
and2_1	0.22
buf_4	0.16
a22oi_1	0.09
a31oi_1	0.14
clkdlybuf4s50_1	0.51
## final timing paths
check / cells after the start / slack [ns] / endpoint
max: 8 / 0.17 / Out[9]
min: 4 / 2.26 / Out[11]
## placed cells by master (no fill, tap or decap), types with 2 or more instances in the layout
cell,count
clkdlybuf4s50_1,146
a22oi_1,23
nor2_1,20
buf_4,20
nand2_1,15
nand2b_1,15
mux2i_1,15
o21ai_0,13
a21oi_1,12
a31oi_1,12
nand3_1,11
a22o_1,4
inv_1,3
a221oi_1,3
nor2b_1,2
nor2b_4,2
## kinds of logic after synthesis
kind of cell / after synthesis
multiplexers: 16
AND-OR/OR-AND: 68
buffers and inverters: 21
AND/OR/NAND/NOR: 72
## stage by stage
step | utilization, % | std cells | power [uW] | instance area (sq um) | worst slack, ns
2_1_floorplan | - | 177 | 103 | 1110 | 1.21
3_3_place_gp | 43.2 | 404 | 332 | 2710 | 0.127
3_5_place_dp | 43.2 | 404 | 332 | 2710 | 0.142
4_1_cts | 43.2 | 404 | 334 | 2710 | 0.138
5_1_grt | 43.2 | 404 | 359 | 2710 | 0.0115
6_report | 43.2 | 404 | 329 | 2710 | 0.168
Power figures rest on the tool's default switching activity, not on a simulated workload.
